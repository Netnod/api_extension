==> flow/design.v <==
module api_extension(
                     input wire           clk,
                     input wire           reset,
                     input wire [1 : 0]   command,
                     output wire [1 : 0]  status,
                     input wire [31 : 0]  address,
                     input wire [31 : 0]  write_data,
                     output wire [31 : 0] read_data,
                     output wire          nts_cs,
                     output wire          nts_we,
                     output wire [23 : 0] nts_address,
                     output wire [31 : 0] nts_write_data,
                     input wire  [31 : 0] nts_read_data,
                     input wire           nts_ready,
                     output wire          pp_cs,
                     output wire          pp_we,
                     output wire [23 : 0] pp_address,
                     output wire [31 : 0] pp_write_data,
                     input wire  [31 : 0] pp_read_data,
                     input wire           pp_ready,
                     output wire          dp_cs,
                     output wire          dp_we,
                     output wire [23 : 0] dp_address,
                     output wire [31 : 0] dp_write_data,
                     input wire  [31 : 0] dp_read_data,
                     input wire           dp_ready,
                     output wire          merge_cs,
                     output wire          merge_we,
                     output wire [7 : 0]  merge_address,
                     output wire [31 : 0] merge_write_data,
                     input wire  [31 : 0] merge_read_data,
                     input wire           merge_ready,
                     output wire          rosc_cs,
                     output wire          rosc_we,
                     output wire [7 : 0]  rosc_address,
                     output wire [31 : 0] rosc_write_data,
                     input wire  [31 : 0] rosc_read_data,
                     input wire           rosc_ready
                    );
  localparam API_PREFIX       = 8'h00;
  localparam PP_PREFIX        = 8'h10;
  localparam NTS_PREFIX       = 8'h20;
  localparam DP_PREFIX        = 8'h40;
  localparam MERGE_PREFIX     = 8'h60;
  localparam ROSC_PREFIX      = 8'hfe;
  localparam API_ADDR_NAME0   = 8'h00;
  localparam API_ADDR_NAME1   = 8'h01;
  localparam API_ADDR_VERSION = 8'h02;
  localparam API_ADDR_OP_A    = 8'h10;
  localparam API_ADDR_OP_B    = 8'h11;
  localparam API_ADDR_SUM     = 8'h12;
  localparam CORE_NAME0       = 32'h6170692d;  
  localparam CORE_NAME1       = 32'h65787420;  
  localparam CORE_VERSION     = 32'h302e3232;  
  localparam COMMAND_IDLE     = 2'h0;
  localparam COMMAND_READ     = 2'h1;
  localparam COMMAND_WRITE    = 2'h3;
  localparam STATUS_BUSY      = 2'h0;
  localparam STATUS_READY     = 2'h1;
  localparam STATUS_ERROR     = 2'h3;
  localparam API_CTRL_IDLE    = 2'h0;
  localparam API_CTRL_WAIT    = 2'h1;
  localparam API_CTRL_DONE    = 2'h2;
  localparam DEF_WAIT_CYCLES  = 3'h2;
  reg [1 : 0]  command_reg;
  reg [1 : 0]  status_reg;
  reg [1 : 0]  status_new;
  reg          status_we;
  reg          ready_reg;
  reg          ready_new;
  reg          cs_reg;
  reg          cs_new;
  reg          cs_we;
  reg          we_reg;
  reg          we_new;
  reg          we_we;
  reg [31 : 0] address_reg;
  reg          address_we;
  reg [31 : 0] read_data_reg;
  reg [31 : 0] read_data_new;
  reg          read_data_we;
  reg [31 : 0] write_data_reg;
  reg          write_data_we;
  reg [31 : 0] op_a_reg;
  reg          op_a_we;
  reg [31 : 0] op_b_reg;
  reg          op_b_we;
  reg [31 : 0] sum_reg;
  reg [2 : 0]  wait_cycles_ctr_reg;
  reg [2 : 0]  wait_cycles_ctr_new;
  reg          wait_cycles_ctr_rst;
  reg          wait_cycles_ctr_inc;
  reg          wait_cycles_ctr_we;
  reg [1 : 0]  api_extension_ctrl_reg;
  reg [1 : 0]  api_extension_ctrl_new;
  reg          api_extension_ctrl_we;
  reg tmp_nts_cs;
  reg tmp_nts_we;
  reg tmp_pp_cs;
  reg tmp_pp_we;
  reg tmp_dp_cs;
  reg tmp_dp_we;
  reg tmp_merge_cs;
  reg tmp_merge_we;
  reg tmp_rosc_cs;
  reg tmp_rosc_we;
  reg address_error;
  assign status          = status_reg;
  assign read_data       = read_data_reg;
  assign nts_cs          = tmp_nts_cs;
  assign nts_we          = tmp_nts_we;
  assign nts_address     = address_reg[23 : 0];
  assign nts_write_data  = write_data_reg;
  assign pp_cs           = tmp_pp_cs;
  assign pp_we           = tmp_pp_we;
  assign pp_address      = address_reg[23 : 0];
  assign pp_write_data   = write_data_reg;
  assign dp_cs           = tmp_dp_cs;
  assign dp_we           = tmp_dp_we;
  assign dp_address      = address_reg[23 : 0];
  assign dp_write_data   = write_data_reg;
  assign merge_cs         = tmp_merge_cs;
  assign merge_we         = tmp_merge_we;
  assign merge_address    = address_reg[7 : 0];
  assign merge_write_data = write_data_reg;
  assign rosc_cs         = tmp_rosc_cs;
  assign rosc_we         = tmp_rosc_we;
  assign rosc_address    = address_reg[7 : 0];
  assign rosc_write_data = write_data_reg;
  always @ (posedge clk or posedge reset)
    begin : reg_update
      if (reset)
        begin
          command_reg            <= 2'h0;
          status_reg             <= STATUS_READY;
          ready_reg              <= 1'h0;
          cs_reg                 <= 1'h0;
          we_reg                 <= 1'h0;
          address_reg            <= 32'h0;
          read_data_reg          <= 32'h0;
          op_a_reg               <= 32'h0;
          op_b_reg               <= 32'h0;
          sum_reg                <= 32'h0;
          write_data_reg         <= 32'h0;
          wait_cycles_ctr_reg    <= DEF_WAIT_CYCLES;
          api_extension_ctrl_reg <= API_CTRL_IDLE;
        end
      else
        begin
          command_reg <= command;
          ready_reg   <= ready_new;
          sum_reg     <= op_a_reg + op_b_reg;
          if (status_we)
            status_reg <= status_new;
          if (cs_we)
            cs_reg <= cs_new;
          if (we_we)
            we_reg <= we_new;
          if (address_we)
            address_reg <= address;
          if (read_data_we)
            read_data_reg <= read_data_new;
          if (write_data_we)
            write_data_reg <= write_data;
          if (op_a_we)
            op_a_reg <= write_data;
          if (op_b_we)
            op_b_reg <= write_data;
          if (wait_cycles_ctr_we)
            wait_cycles_ctr_reg <= wait_cycles_ctr_new;
          if (api_extension_ctrl_we)
            api_extension_ctrl_reg <= api_extension_ctrl_new;
        end
    end  
  always @*
    begin : addr_mux
      tmp_nts_cs    = 1'h0;
      tmp_nts_we    = 1'h0;
      tmp_pp_cs     = 1'h0;
      tmp_pp_we     = 1'h0;
      tmp_dp_cs     = 1'h0;
      tmp_dp_we     = 1'h0;
      tmp_merge_cs  = 1'h0;
      tmp_merge_we  = 1'h0;
      tmp_rosc_cs   = 1'h0;
      tmp_rosc_we   = 1'h0;
      ready_new     = 1'h0;
      read_data_new = 32'h0;
      op_a_we       = 1'h0;
      op_b_we       = 1'h0;
      address_error = 1'h0;
      case (address_reg[31 : 24])
        API_PREFIX:
          begin
            ready_new = 1'h1;
            if (cs_reg)
              begin
                if (we_reg)
                  begin
                    if (address_reg[7 : 0] == API_ADDR_OP_A)
                      op_a_we = 1'h1;
                    if (address_reg[7 : 0] == API_ADDR_OP_B)
                      op_b_we = 1'h1;
                  end
                else
                  begin
                    case (address_reg[7 : 0])
                      API_ADDR_NAME0:   read_data_new = CORE_NAME0;
                      API_ADDR_NAME1:   read_data_new = CORE_NAME1;
                      API_ADDR_VERSION: read_data_new = CORE_VERSION;
                      API_ADDR_OP_A:    read_data_new = op_a_reg;
                      API_ADDR_OP_B:    read_data_new = op_b_reg;
                      API_ADDR_SUM:     read_data_new = sum_reg;
                      default:
                        begin
                        end
                    endcase  
                  end
              end
          end
        PP_PREFIX:
          begin
            tmp_pp_cs     = cs_reg;
            tmp_pp_we     = we_reg;
            ready_new     = pp_ready;
            read_data_new = pp_read_data;
          end
        NTS_PREFIX:
          begin
            tmp_nts_cs    = cs_reg;
            tmp_nts_we    = we_reg;
            ready_new     = nts_ready;
            read_data_new = nts_read_data;
          end
        DP_PREFIX:
          begin
            tmp_dp_cs     = cs_reg;
            tmp_dp_we     = we_reg;
            ready_new     = dp_ready;
            read_data_new = dp_read_data;
          end
        MERGE_PREFIX:
          begin
            tmp_merge_cs  = cs_reg;
            tmp_merge_we  = we_reg;
            ready_new     = merge_ready;
            read_data_new = merge_read_data;
          end
        ROSC_PREFIX:
          begin
            tmp_rosc_cs   = cs_reg;
            tmp_rosc_we   = we_reg;
            ready_new     = rosc_ready;
            read_data_new = rosc_read_data;
          end
        default:
          begin
            ready_new     = 1'h1;
            read_data_new = 32'hdeaddead;
            address_error = 1'h1;
          end
      endcase  
    end  
  always @*
    begin : wait_cycles_ctr
      wait_cycles_ctr_new = 3'h0;
      wait_cycles_ctr_we  = 1'h0;
      if (wait_cycles_ctr_rst)
        wait_cycles_ctr_we = 1'h1;
      if (wait_cycles_ctr_inc)
        begin
          wait_cycles_ctr_new = wait_cycles_ctr_reg + 1'h1;
          wait_cycles_ctr_we  = 1'h1;
        end
    end
  always @*
    begin : api_extension_ctrl
      status_new             = STATUS_READY;
      status_we              = 1'h0;
      cs_new                 = 1'h0;
      cs_we                  = 1'h0;
      we_new                 = 1'h0;
      we_we                  = 1'h0;
      address_we             = 1'h0;
      read_data_we           = 1'h0;
      write_data_we          = 1'h0;
      wait_cycles_ctr_rst    = 1'h0;
      wait_cycles_ctr_inc    = 1'h0;
      api_extension_ctrl_new = API_CTRL_IDLE;
      api_extension_ctrl_we  = 1'h0;
      case (api_extension_ctrl_reg)
        API_CTRL_IDLE:
          begin
            if (command_reg != COMMAND_IDLE)
              begin
                if (command_reg == COMMAND_WRITE)
                  begin
                    write_data_we = 1'h1;
                    we_new        = 1'h1;
                    we_we         = 1'h1;
                  end
                status_new             = STATUS_BUSY;
                status_we              = 1'h1;
                cs_new                 = 1'h1;
                cs_we                  = 1'h1;
                address_we             = 1'h1;
                wait_cycles_ctr_rst    = 1'h1;
                api_extension_ctrl_new = API_CTRL_WAIT;
                api_extension_ctrl_we  = 1'h1;
              end
          end
        API_CTRL_WAIT:
          begin
            if (wait_cycles_ctr_reg == DEF_WAIT_CYCLES)
              begin
                if (ready_reg)
                  begin
                    if (address_error)
                      status_new = STATUS_ERROR;
                    else
                      status_new = STATUS_READY;
                    status_we              = 1'h1;
                    cs_new                 = 1'h0;
                    cs_we                  = 1'h1;
                    we_new                 = 1'h0;
                    we_we                  = 1'h1;
                    read_data_we           = 1'h1;
                    api_extension_ctrl_new = API_CTRL_DONE;
                    api_extension_ctrl_we  = 1'h1;
                  end
              end
            else
              wait_cycles_ctr_inc = 1'h1;
          end
        API_CTRL_DONE:
          begin
            if (command_reg == COMMAND_IDLE)
              begin
                status_new             = STATUS_READY;
                status_we              = 1'h1;
                api_extension_ctrl_new = API_CTRL_IDLE;
                api_extension_ctrl_we  = 1'h1;
              end
          end
        default:
          begin
          end
      endcase  
    end  
endmodule  
==> flow/run.sh <==
#!/bin/bash
# OpenROAD 26Q1-2900-gdf79404cd8, Yosys 0.63+post, stock flow scripts
make -C /OpenROAD-flow-scripts/flow DESIGN_CONFIG=/design/flow/config.mk WORK_HOME=/design/flow/orfs finish
==> flow/config.mk <==
export PLATFORM = sky130hd
export DESIGN_NAME = api_extension
export DESIGN_NICKNAME = api_extension
export VERILOG_FILES = /design/flow/design.v
export SDC_FILE = /design/flow/constraint.sdc
export NUM_CORES = 4
export LEC_CHECK = 1
export CORE_AREA = 10 10 332 332
export DIE_AREA = 0 0 342 342
==> flow/constraint.sdc <==
current_design api_extension

set clk_period 5.9
set clk_io_pct 0.2

create_clock -name clk0 -period $clk_period [get_ports {clk}]

set non_clock_inputs [all_inputs -no_clocks]
set_input_delay [expr $clk_period * $clk_io_pct] -clock clk0 $non_clock_inputs
set_output_delay [expr $clk_period * $clk_io_pct] -clock clk0 [all_outputs]
==> summary.txt <==
run metrics: Vias/cell 3.57, final-layout fill cell count 11,200, Post-CTS Setup Bufs 0, hold_ws 0.484 ns, clock sink count 205, Worst slew margin 46.8%, most frequent cell after synthesis buf_4, Min-Delay Path Class flip-flop to flip-flop, worst-path maximum fanout 29, initial antenna violation count 14, worst slew pin tran 0.798 ns, met3 GRT Util 3.10%, Post-synth seq share 39.9%, CTS Buffer Depth 3, CTS tree built, Max-area cell share 39.3%, Fmax 0.218 GHz, die width 342 um, # port buffers 524, CP peak stage delay 0.55 ns, area growth from synthesis to layout 48.3%, Commonest flop dfrtp_1, final period utilization 77.8%, vias in the first global route 10,900, MaxCap Viol Count 0, synth cell count leaders buf_4 (220), dfrtp_1 (202), mux2_2 (131), Leak Pwr 7.59 nW, grt met1 use 12.7%, cell taking the most area after synthesis dfrtp_1, design area 0.0191 mm^2, router iterations before antenna repair 4, gr busiest metal met2, Mean Syn Cell Area 9.96 um^2, RSZ-0062 raised after global routing no, Critical Path AT 3.41 ns, post-synthesis cell area 0.0129 mm^2, DRC viols 0, critical path launch point type flip-flop, Post-Route WL 58,500 um, fraction of layout cells with a size suffix above 1 13.8%, Clock Skew 0.0502 ns, top cells by area dfrtp_1 (39%), buf_4 (13%), mux2_2 (11%), first-pass GRT wire length 82,500 um, placement-stage cell area 0.0182 mm^2, vias 10,700, crit end category output pin, OpenROAD warnings 26, Worst-Skew Late Latency 0.60 ns, core area 0.103 mm^2, setup tns final 0 ns, Setup CP Type flip-flop to output pin, FP Rows 118, clock-pin slew on the worst setup and hold paths 0.06 ns, crit path DRT 4.72 ns, met2 Use GR 15.5%, Post-DP HPWL 47,700 um, post-synthesis cell count 1,293, Final ANT Viol Nets 0, H-tree depth 1, CTS Hold Bufs 0, ys flops 205, 1st-iter DRT viols 530, DIE AREA 0.117 mm^2, # setup viols final 0, FP Util 12.5%, Routed wire per std cell 19.6 um, fin crit period 4.59 ns, Cell Type Count 65, flip-flops with a built-in enable 0, total grt overflow 0, largest net degree at the start of global routing 98, Slew Viols, Final 0, power density cells 190 mW/mm^2, final hold violations 0, CTS buffer count 27, clk root buf clkbuf_16, synthesis area per yosys 0.0129 mm^2, Synth Warn # 1, number of cells in Yosys stat 1,293, post-layout total power 0.00362 W, CP max stage cell or4_4, critical-path cell list or4_4 > or3_1 > nor3b_2 > buf_4 > and2_1 > clkdlybuf4s50_1, post_cts resized 0, io pins 525, Peak VDD IR 0.211 mV, async set-reset flop share out of synthesis 100%, height of the die 342 um, outcome completed, GRT Total Usage 9.64%, GP Congestion 0.967
==> power by group <==
group | internal [W] | switching [W]
sequential | 0.00143 | 0.0000412
combinational | 0.000318 | 0.000154
clock | 0.00100 | 0.000678
==> worst max-delay path, delay by kind of cell (launching register included) <==
kind,cells,cell delay [ns]
flops,1,0.39
buf+inv,2,0.87
simple gates,4,1.54
==> layout make-up <==
type | count | area [um^2] | area share, %
antenna | 6 | 15.0 | 0.0786
clock buffer | 39 | 821 | 4.30
clock inverter | 11 | 91.3 | 0.478
multi-input combinational | 788 | 5800 | 30.4
tap | 1380 | 1730 | 9.04
timing repair buffer | 547 | 5440 | 28.5
inverter | 15 | 60.1 | 0.315
sequential | 205 | 5140 | 26.9
==> per-stage QoR <==
| step | instances | util [%] | setup WS, ns |
|---|---|---|---|
| 6_report | 2991 | 18.5 | 1.31 |
| 5_1_grt | 2988 | 18.5 | 1.17 |
| 4_1_cts | 2985 | 18.5 | 1.26 |
| 3_5_place_dp | 2935 | 17.6 | 1.91 |
| 3_3_place_gp | 2935 | 17.6 | 1.95 |
| 2_1_floorplan | 1293 | - | 2.06 |
==> kinds of logic after synthesis <==
logic type | synth area share (%)
XOR/XNOR | 1.77
flip-flops | 39.9
buffers and inverters | 15.4
multiplexers | 15.8
AND-OR/OR-AND | 14.0
AND/OR/NAND/NOR | 9.74
adder cells (fa/ha/maj) | 3.36
==> path summary, 6_finish.rpt <==
check                                                    from                             end  slack [ns]  cells after the start
worst max-delay path              address_reg[25]$_DFFE_PP0P_                          nts_cs        1.31                      6
worst min-delay path            read_data_reg[19]$_DFFE_PP0N_   read_data_reg[19]$_DFFE_PP0N_        0.48                      2
worst max register to register    address_reg[29]$_DFFE_PP0P_   read_data_reg[19]$_DFFE_PP0N_        2.68                      9
worst min register to register  read_data_reg[19]$_DFFE_PP0N_   read_data_reg[19]$_DFFE_PP0N_        0.48                      2
max in group asynchronous                               reset            sum_reg[9]$_DFF_PP0_        3.52                      4
min in group asynchronous                               reset  write_data_reg[29]$_DFFE_PP0P_        0.97                      2
==> layout by cell type, fill, tap and decap left out, types with 6 or more instances in the layout <==
cell,n
o211ai_1,8
a21oi_1,74
inv_1,14
ha_1,33
o22ai_1,10
buf_4,21
nor3_1,16
a21o_1,7
diode_2,6
nand4_1,7
or3_1,6
clkbuf_16,27
mux2_2,131
and3_1,6
a221oi_1,22
mux2i_1,53
nor2_1,53
nand2_1,82
nor2b_1,25
xor2_1,11
nand2b_1,9
a221o_1,13
clkdlybuf4s50_1,524
a22oi_1,6
xnor2_1,15
nand3_1,15
a31oi_1,27
and2_1,9
o21ai_0,86
clkinv_2,6
clkbuf_8,10
dfrtp_1,199
==> routing by layer <==
layer / routed length, um / vias to the layer above
met4: 934 / 4
met1: 24800 / 5205
met2: 27500 / 424
li1: - / 5002
met5: 24 / -
met3: 5250 / 48
Power figures rest on the tool's default switching activity, not on a simulated workload.
